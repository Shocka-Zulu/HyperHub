==> flow/design.v <==
`timescale 1ns / 1ps
module pcileech_mux(
   input                clk,
   input                rst,
   output reg [255:0]   dout,
   output reg           valid = 0,
   input                rd_en,           
   input  [31:0]        p0_din,
   input  [1:0]         p0_ctx,
   input                p0_wr_en,
   input                p0_has_data,
   output reg           p0_req_data = 0,
   input  [31:0]        p1_din,
   input  [1:0]         p1_ctx,
   input                p1_wr_en,
   input                p1_has_data,
   output reg           p1_req_data = 0,
   input  [31:0]        p2_din,
   input  [1:0]         p2_ctx,
   input                p2_wr_en,
   input                p2_has_data,
   output reg           p2_req_data = 0,
   input  [31:0]        p3_din,
   input  [1:0]         p3_ctx,
   input                p3_wr_en,
   input                p3_has_data,
   output reg           p3_req_data = 0
   );
   reg                  mux_valid = 0;
   reg [2:0]            mux_count = 0;
   reg [223:0]          mux_data = 0;
   reg [27:0]           mux_status = 32'hffffffff;
   reg [3:0]            mux_skip_counter = 0;
   always @ ( posedge clk )
      if( rst )
         begin
            valid <= 0;
            mux_count <= 0;
            mux_valid <= 0;
            p0_req_data <= 0;
            p1_req_data <= 0;
            p2_req_data <= 0;
            p3_req_data <= 0;
            mux_skip_counter <= 0;
         end
      else
         begin
            p0_req_data <= rd_en & p0_has_data;
            p1_req_data <= rd_en & p1_has_data & ~p0_has_data;
            p2_req_data <= rd_en & p2_has_data & ~p1_has_data & ~p0_has_data;
            p3_req_data <= rd_en & p3_has_data & ~p2_has_data & ~p1_has_data & ~p0_has_data;
            if( (p0_wr_en || p1_wr_en || p2_wr_en || p3_wr_en || (mux_skip_counter > 7)) && (mux_count < 6) )
               begin
                  mux_valid <= 0;
                  mux_count <= mux_count + 1;
               end
            else if( (p0_wr_en || p1_wr_en || p2_wr_en || p3_wr_en || (mux_skip_counter > 7)) && (mux_count == 6) )
               begin
                  mux_valid <= 1;
                  mux_count <= 0;
                  mux_skip_counter <= 0;
               end
            else if ( mux_count > 0 )
               begin
                  mux_valid <= 0;
                  mux_skip_counter <= mux_skip_counter + 1;
               end
            else
               begin
                  mux_valid <= 0;
               end               
            dout[223:0] <= mux_data;
            dout[227:224] <= mux_status[3:0];
            dout[231:228] <= 4'hE;
            dout[235:232] <= mux_status[11:8];
            dout[239:236] <= mux_status[7:4];
            dout[243:240] <= mux_status[19:16];
            dout[247:244] <= mux_status[15:12];
            dout[251:248] <= mux_status[27:24];
            dout[255:252] <= mux_status[23:20];
            valid <= mux_valid;
            if( p0_wr_en )
               begin
                  mux_status <= (mux_status << 4) | (p0_ctx << 2) | 2'b00;
                  mux_data <= (mux_data << 32) | p0_din;
               end
            if( p1_wr_en & ~p0_wr_en )
               begin
                  mux_status <= (mux_status << 4) | (p1_ctx << 2) | 2'b01;
                  mux_data <= (mux_data << 32) | p1_din;
               end
            if( p2_wr_en & ~p1_wr_en & ~p0_wr_en )
               begin
                  mux_status <= (mux_status << 4) | (p2_ctx << 2) | 2'b10;
                  mux_data <= (mux_data << 32) | p2_din;
               end
            if( p3_wr_en & ~p2_wr_en & ~p1_wr_en & ~p0_wr_en )
               begin
                  mux_status <= (mux_status << 4) | (p3_ctx << 2) | 2'b11;
                  mux_data <= (mux_data << 32) | p3_din;
               end
            if( ~p3_wr_en & ~p2_wr_en & ~p1_wr_en & ~p0_wr_en & (mux_skip_counter > 7) )
               begin
                  mux_status <= (mux_status << 4) | 4'b1111;
                  mux_data <= (mux_data << 32) | 32'hffffffff;
               end
         end
endmodule
==> flow/run.sh <==
#!/bin/bash
# OpenROAD 26Q1-2900-gdf79404cd8, Yosys 0.63+post, stock flow scripts
make -C /OpenROAD-flow-scripts/flow DESIGN_CONFIG=/design/flow/config.mk WORK_HOME=/design/flow/orfs finish
==> flow/config.mk <==
export PLATFORM = sky130hd
export DESIGN_NAME = pcileech_mux
export DESIGN_NICKNAME = pcileech_mux
export VERILOG_FILES = /design/flow/design.v
export SDC_FILE = /design/flow/constraint.sdc
export NUM_CORES = 4
export LEC_CHECK = 1
export CORE_UTILIZATION = 30
==> flow/constraint.sdc <==
current_design pcileech_mux

set clk_period 17.4
set clk_io_pct 0.2

create_clock -name clk0 -period $clk_period [get_ports {clk}]

set non_clock_inputs [all_inputs -no_clocks]
set_input_delay [expr $clk_period * $clk_io_pct] -clock clk0 $non_clock_inputs
set_output_delay [expr $clk_period * $clk_io_pct] -clock clk0 [all_outputs]
==> results.cfg <==
; generated from flow reports
[power]
power_density_nw_per_um2 = 116.9
p_leak_nw = 8.202
vdd_drop_max_v = 0.00007336

[final_timing]
finalHoldViolCount = 0
rsz0062_at_grt = false
setup_viol = 0
post-route-period-util_pct = 37.52
worst_slew_pin_slew_ns = 0.8442
period_minus_slack_ns = 6.528
relSlewSlack_pct = 43.72
clock.fmax_mhz = 153.2
skew_ns = 0.009644
drv_slew = 0
fin_ws_ns = 10.87
fin_tns_setup_ns = 0

[final_layout]
area_growth_pct = 38.94
comb_area_um2 = 1524
fill_cells = 4886
fin_util_pct = 42.16
drive_gt1_share_pct = 7.948
regArea_um2 = 15400
stdcell_count = 1989
layout_top_cell = edfxtp_1
final_cell_mix = edfxtp_1 (504), clkdlybuf4s50_1 (403), clkbuf_16 (53), nor2_1 (41), mux2i_1 (34)

[die]
fp.dieH_um = 240.6
io_pins = 408
rows = 87
fp.dieW_um = 240.6
fp_util_pct = 30.35
dieArea_um2 = 57880
core_um2 = 56280

[clock_tree]
cts_tree = done
cts_htree_levels = 2
hold_buffers = 0
post_cts_buffers = 0
clkLatencyLatePin_ns = 0.57
cts_root_buf = clkbuf_16
cts_buffers = 52
cts_resized = 0
clk_path_buf_depth = 3
clk_pin_slew_ns = 0.06
cts_sinks = 517

[global_route]
grt_pass1_wl_mm = 49.00
overflow = 0
grt.total_usage_pct = 12.11
grt_antenna_before_repair = 0
grt_pass1_vias = 8228
grt_max_degree = 119

[yosys]
ys_cells = 757
synth_area_um2 = 17080
edf_count = 504
synth_flops = 517
ys_seq_share_pct = 90.15
async_flop_share_pct = 0
yosys_area_um2 = 17080
syn_avg_cell_area_um2 = 22.56
synth_cells = 757
flop_cell = edfxtp_1
yosysWarnings = 1
synth_cell_type_count = 39

[worst_setup_path]
cp_data_arrival_time_ns = 6.73
required_ns = 17.60
worst-path-max-fanout = 59
start_kind = primary input
crit_type = in2reg
crit_path_end_kind = flip-flop

[hold_path]
hp-class = reg2reg

[route]
drc = 0
vias_per_cell = 4.152
wl_mm = 34.00
vias = 8259
postRouteAntennaNets = 0
wl_met2_mm = 16.11
antenna_cells = 0
routed-wl-met3_mm = 2.662
drtIter0Drc = 454
wl_met1_mm = 14.25
routedWlPerCell_um = 17.09
highest_layer = met4
drt_pass1_iterations = 4

[placement]
dp.cells = 1894
gp_congestion = 0.8191
dp_hpwl_mm = 22.91
portBuffers = 403
pre_cts_ws_ns = 10.26

[job]
log.warning_count = 31
maxCapViolCount = 0

[outcome]
status = finished clean
layer usage:
| metal | track usage (%) | vias to the layer above |
|---|---|---|
| met5 | 0 | - |
| met4 | 3.108 | 0 |
| met3 | 4.179 | 55 |
| met2 | 18.11 | 307 |
| met1 | 18.16 | 3958 |
| li1 | - | 3939 |
registers in the layout (all words and copies together) (netlist names):
name              flops
mux_status           28
p2_req_data           1
mux_valid             1
p0_req_data           1
dout                252
valid                 1
p3_req_data           1
p1_req_data           1
mux_count             3
mux_data            224
mux_skip_counter      4
metrics by stage:
stage                     hold WS (ns)  power (W)  area [µm²]
after CTS                       0.4170   0.002816       23730
after detailed placement        0.4045   0.001705       22020
after global placement          0.4008   0.001702       22020
final                           0.4164   0.002775       23730
after global routing            0.4221   0.002883       23730
after floorplan                 0.4003   0.001575       17090
final timing paths:
check	from	cells after the start	endpoint	slack, ns
setup / recovery	p1_wr_en	6	mux_data[118]	10.87
hold / removal	mux_data[204]	0	dout[204]	0.42
setup reg to reg	mux_skip_counter[3]	5	mux_data[118]	13.95
hold reg to reg	mux_data[204]	0	dout[204]	0.42
worst max-delay path: stages:
cell and delay [ns]:
clkdlybuf4s50_1 0.59, or4_1 0.39, nor2_2 0.13, nor2_4 0.65
buf_4 0.72, buf_4 0.64
cells in the mapped netlist, types with 4 or more instances:
cell type	instances	share of area, %
a21oi_1	4	0.12
nand3_1	8	0.23
a211oi_1	33	1.5
nor2_1	42	0.92
clkbuf_1	18	0.40
dfxtp_1	13	1.5
buf_4	7	0.31
mux2i_1	34	2.0
buf_2	8	0.23
inv_1	4	0.088
a221o_1	33	1.9
nor2b_1	4	0.15
edfxtp_1	504	89
o21ai_1	7	0.21
nand2_1	6	0.13
ha_1	4	0.29
report_power, final:
group	total (W)	switching, W	leakage (nW)	internal, W
Clock	0.00110	0.000439	0.847	0.000662
Sequential	0.00151	0.0000354	5.03	0.00147
Combinational	0.000164	0.0000603	2.33	0.000104
Total	0.00277	0.000535	8.20	0.00224
cells by family (layout without fill, tap and decap cells):
| group | Yosys count | in the layout | synth area share [%] |
|---|---|---|---|
| flops | 517 | 517 | 90.15 |
| compound gates | 87 | 87 | 4.235 |
| simple gates | 75 | 75 | 2.198 |
| buf+inv | 38 | 512 | 1.092 |
| mux | 34 | 34 | 1.993 |
| fa+ha+maj | 4 | 4 | 0.2931 |
| other cells | 2 | 4 | 0.04398 |
layout make-up:
cell class                      instances  share of cell area [%]
Clock buffer                           65                   5.779
Clock inverter                         30                   1.408
Inverter                                4                 0.09492
Multi-Input combinational cell        204                   6.423
Sequential cell                       517                   64.89
Tap cell                              756                   3.986
Timing Repair Buffer                  413                   17.42
Power is estimated from default activity; no workload was simulated.

`design/flow/run.sh`:
```
#!/bin/bash
# OpenROAD 26Q1-2900-gdf79404cd8, Yosys 0.63+post, stock flow scripts
make -C /OpenROAD-flow-scripts/flow DESIGN_CONFIG=/design/flow/config.mk WORK_HOME=/design/flow/orfs finish
```
`design/flow/config.mk`:
```
export PLATFORM = sky130hd
export DESIGN_NAME = pcileech_ft601
export DESIGN_NICKNAME = pcileech_ft601
export VERILOG_FILES = /design/flow/design.v
export SDC_FILE = /design/flow/constraint.sdc
export NUM_CORES = 4
export LEC_CHECK = 1
export CORE_UTILIZATION = 40
```
`design/flow/constraint.sdc`:
```
current_design pcileech_ft601

set clk_period 17.2
set clk_io_pct 0.2

create_clock -name clk0 -period $clk_period [get_ports {clk}]

set non_clock_inputs [all_inputs -no_clocks]
set_input_delay [expr $clk_period * $clk_io_pct] -clock clk0 $non_clock_inputs
set_output_delay [expr $clk_period * $clk_io_pct] -clock clk0 [all_outputs]
```
`design/flow/design.v`:
```
`timescale 1ns / 1ps
module pcileech_ft601(
    input               clk,
    input               rst,
    inout [31:0]        FT601_DATA,
    output [3:0]        FT601_BE,
    input               FT601_RXF_N,
    input               FT601_TXE_N,
    output reg          FT601_WR_N      = 1'b1,
    output reg          FT601_SIWU_N    = 1'b1,
    output reg          FT601_RD_N      = 1'b1,
    output reg          FT601_OE_N      = 1'b1,
    output reg [31:0]   dout,
    output reg          dout_valid      = 1'b0,
    input [31:0]        din,
    input               din_empty,
    input               din_wr_en,
    output              din_req_data
    );
    reg [31:0] txo_dout;
    reg oe              = 1'b0;
    assign FT601_DATA   = oe ? {txo_dout[7:0], txo_dout[15:8], txo_dout[23:16], txo_dout[31:24]} : 32'hzzzzzzzz;  
    assign FT601_BE     = oe ? 4'b1111 : 4'bzzzz;
    always @ ( posedge clk )
        begin
            dout[7:0]       <= FT601_DATA[31:24];
            dout[15:8]      <= FT601_DATA[23:16];
            dout[23:16]     <= FT601_DATA[15:8];
            dout[31:24]     <= FT601_DATA[7:0];
        end
    reg [3:0]           state = 4'h0;
    reg [1:0]           retx_valid      = 2'b00;
    reg [63:0]          retx_data;
    reg [1:0]           retx_valid_pre  = 2'b00;
    reg [63:0]          retx_data_pre;
    (* KEEP = "TRUE" *) reg txo_wr_n    = 1'b1;
    assign din_req_data = ~din_empty & ~FT601_TXE_N & ~retx_valid[1] & ((state == 4'h9) | (state == 4'ha));
    always @ ( posedge clk )
        begin
            dout_valid  <= ~rst & ~FT601_RXF_N & ((state == 4'h5));
            FT601_OE_N  <=  rst |  FT601_RXF_N | ((state != 4'h3) && (state != 4'h4) && (state != 4'h5));
            FT601_RD_N  <=  rst |  FT601_RXF_N | ((state != 4'h4) && (state != 4'h5));
            FT601_WR_N  <=  rst |  FT601_TXE_N | (state != 4'ha) | ~(retx_valid[0] | din_wr_en);
            txo_wr_n    <=  rst |  FT601_TXE_N | (state != 4'ha) | ~(retx_valid[0] | din_wr_en);
        end
    always @ ( posedge clk )
        if ( rst )
            begin
                oe <= 0;
                retx_valid <= 2'b00;
                retx_valid_pre <= 2'b00;
                state <= 4'h0;
            end
        else case ( state )
            4'h0:
                if ( ~FT601_RXF_N )
                    state <= 4'h1;
                else if ( ~FT601_TXE_N & (retx_valid_pre[0] | ~din_empty) )
                    state <= 4'h8;
            4'h1:
                state <= FT601_RXF_N ? 4'h6 : 4'h2;
            4'h2:
                state <= FT601_RXF_N ? 4'h6 : 4'h3;
            4'h3:
                state <= FT601_RXF_N ? 4'h6 : 4'h4;
            4'h4:
                state <= FT601_RXF_N ? 4'h6 : 4'h5;
            4'h5:
                state <= FT601_RXF_N ? 4'h6 : 4'h5;
            4'h6:
                state <= 4'h7;
            4'h7:
                state <= 4'h0;
            4'h8:
                begin
                    retx_data       <= retx_data_pre;
                    retx_valid      <= retx_valid_pre;
                    retx_valid_pre  <= 2'b00;
                    state           <= 4'h9;
                end
            4'h9:
                begin
                    oe              <= 1'b1;
                    state           <= 4'ha;
                end
            4'ha:
                begin
                    retx_data       <= retx_data >> 32;
                    retx_valid      <= retx_valid >> 1;
                    txo_dout        <= retx_valid[0] ? retx_data[31:0] : din;
                    if ( ~FT601_TXE_N & (retx_valid[0] | din_wr_en) )
                        begin
                            state                <= 4'ha;
                        end
                    else
                        begin
                            retx_valid_pre[0]    <= ~txo_wr_n & FT601_TXE_N;
                            retx_valid_pre[1]    <= retx_valid[0] | din_wr_en;
                            retx_data_pre[31:0]  <= txo_dout;
                            retx_data_pre[63:32] <= retx_valid[0] ? retx_data[31:0] : din;
                            oe                   <= 0;
                            state                <= 4'hb;
                        end
                end
            4'hb:
                begin
                    state   <= 4'hc;
                    if(~retx_valid_pre[0])
                        begin
                            retx_valid_pre <= retx_valid_pre >> 1;
                            retx_data_pre  <= retx_data_pre >> 32;
                        end
                end
            4'hc:
                state   <= 4'h0;
        endcase
endmodule
```
==> impl_metrics.env <==
# yosys + openroad results
export IMPL_status="did not finish"
export IMPL_failing_step="4_1_cts"
export IMPL_firstError="[error] [KeplerFormal.cpp:679] Workflow failed: Iso has multiple drivers: .FT601_DATA24, FT601_DATA[24]$_DFFE_PP_.Q0"
export IMPL_rows=50
export IMPL_chipHeight_um=141.1
export IMPL_ys_async_sr_fraction=0
export IMPL_htree_levels=1
export IMPL_die_w_um=141.1
export IMPL_clock_path_buffers=3
export IMPL_yosysTopAreaCellShare=0.6211
export IMPL_cts_setup_buffers=0
export IMPL_ys_types=35
export IMPL_dp_hpwl_um=7277
export IMPL_cts_resized=0
export IMPL_cts_made_buffers=22
export IMPL_syn_area_per_cell_um2=16.97
export IMPL_synth_stat_cells=456
export IMPL_initial_utilization=0.4108
export IMPL_hold_buffers=0
export IMPL_cts_num_sinks=204
export IMPL_synth_seq_cells=204
export IMPL_top_cell="edfxtp_1"
export IMPL_yosys_warnings=3
export IMPL_yosysChipArea_mm2=0.007736
export IMPL_area_leaders="edfxtp_1 62%, mux2_2 14%, dfxtp_1 11%"
export IMPL_ff_type="edfxtp_1"
export IMPL_syn_inst=456
export IMPL_synthTopCellsByCount="160 x edfxtp_1, 96 x mux2_2, 66 x nor2b_1"
export IMPL_portBuffers=74
export IMPL_top_area_cell="edfxtp_1"
export IMPL_synth_edff_count=160
export IMPL_synth_area_mm2=0.007736
export IMPL_cts_root_buf="clkbuf_16"
export IMPL_pin_count=112
export IMPL_gp_congestion=0.8020
export IMPL_ys_seq_frac=0.7349
export IMPL_place_ws_ps=8751
==> cell families after synthesis <==
kind of cell    after synthesis  synth area share
other cells                   1         0.0004847
simple gates                 98           0.07877
compound gates               26           0.02103
mux                          97            0.1410
buf+inv                      30           0.02377
flops                       204            0.7349
==> stage by stage <==
step	utilization	std cells	hold WS, ps	instance area, um^2
floorplan	-	460	344.1	7751
global placement	0.4632	773	371.6	8722
detailed placement	0.4632	773	378.6	8722
